### run.sh
#!/bin/bash
# OpenROAD 26Q1-2900-gdf79404cd8, Yosys 0.63+post, stock flow scripts
make -C /OpenROAD-flow-scripts/flow DESIGN_CONFIG=/design/flow/config.mk WORK_HOME=/design/flow/orfs finish
### config.mk
export PLATFORM = sky130hd
export DESIGN_NAME = ipe_advanced
export DESIGN_NICKNAME = ipe_advanced
export VERILOG_FILES = /design/flow/design.v
export SDC_FILE = /design/flow/constraint.sdc
export NUM_CORES = 4
export LEC_CHECK = 1
export CORE_UTILIZATION = 30
### constraint.sdc
current_design ipe_advanced

set clk_period 3.3
set clk_io_pct 0.2

create_clock -name clk0 -period $clk_period [get_ports {clk}]

set non_clock_inputs [all_inputs -no_clocks]
set_input_delay [expr $clk_period * $clk_io_pct] -clock clk0 $non_clock_inputs
set_output_delay [expr $clk_period * $clk_io_pct] -clock clk0 [all_outputs]
### design.v
`timescale 1ns/1ps
module ipe_advanced (
    input wire clk,
    input wire reset_n,
    input wire [7:0] interrupts,
    input wire [7:0] mask_reg,
    input wire [1:0] priority_mode,
    input wire [2:0] current_isr_priority,
    output wire nested_int_pending,
    input wire cpu_ack,
    output reg int_valid,
    output reg [2:0] irq_id,
    output reg [7:0] irq_ack,
    output wire [31:0] vector_addr
);
    reg [7:0] prev_irq;
    wire [7:0] active_irqs = interrupts & ~mask_reg;
    wire [7:0] edge_irqs = active_irqs & ~prev_irq;
    reg [2:0] irq_priority [0:7];
    initial begin
        irq_priority[0] = 3'd0;
        irq_priority[1] = 3'd1;
        irq_priority[2] = 3'd2;
        irq_priority[3] = 3'd3;
        irq_priority[4] = 3'd4;
        irq_priority[5] = 3'd5;
        irq_priority[6] = 3'd6;
        irq_priority[7] = 3'd7;
    end
    reg [2:0] rr_counter;
    always @(posedge clk or negedge reset_n) begin
        if (!reset_n) begin
            prev_irq <= 8'b0;
            irq_id <= 3'b000;
            int_valid <= 1'b0;
            rr_counter <= 3'b0;
        end else begin
            prev_irq <= active_irqs;
            int_valid <= 1'b0;
            case (priority_mode)
                2'b00: begin
                    casex (edge_irqs)
                        8'b00000001: begin irq_id <= 3'd0; int_valid <= 1'b1; end
                        8'b0000001x: begin irq_id <= 3'd1; int_valid <= 1'b1; end
                        8'b000001xx: begin irq_id <= 3'd2; int_valid <= 1'b1; end
                        8'b00001xxx: begin irq_id <= 3'd3; int_valid <= 1'b1; end
                        8'b0001xxxx: begin irq_id <= 3'd4; int_valid <= 1'b1; end
                        8'b001xxxxx: begin irq_id <= 3'd5; int_valid <= 1'b1; end
                        8'b01xxxxxx: begin irq_id <= 3'd6; int_valid <= 1'b1; end
                        8'b1xxxxxxx: begin irq_id <= 3'd7; int_valid <= 1'b1; end
                    endcase
                end
                2'b01: begin
                    casex (edge_irqs)
                        8'b1xxxxxxx: begin irq_id <= 3'd7; int_valid <= 1'b1; end
                        8'b01xxxxxx: begin irq_id <= 3'd6; int_valid <= 1'b1; end
                        8'b001xxxxx: begin irq_id <= 3'd5; int_valid <= 1'b1; end
                        8'b0001xxxx: begin irq_id <= 3'd4; int_valid <= 1'b1; end
                        8'b00001xxx: begin irq_id <= 3'd3; int_valid <= 1'b1; end
                        8'b000001xx: begin irq_id <= 3'd2; int_valid <= 1'b1; end
                        8'b0000001x: begin irq_id <= 3'd1; int_valid <= 1'b1; end
                        8'b00000001: begin irq_id <= 3'd0; int_valid <= 1'b1; end
                    endcase
                end
                2'b10: begin
                    int_valid <= 1'b0;
                    if (edge_irqs[rr_counter]) begin irq_id <= rr_counter; int_valid <= 1'b1; rr_counter <= rr_counter + 1; end
                    else if (edge_irqs[(rr_counter + 1) % 8]) begin irq_id <= (rr_counter + 1) % 8; int_valid <= 1'b1; rr_counter <= (rr_counter + 2) % 8; end
                    else if (edge_irqs[(rr_counter + 2) % 8]) begin irq_id <= (rr_counter + 2) % 8; int_valid <= 1'b1; rr_counter <= (rr_counter + 3) % 8; end
                    else if (edge_irqs[(rr_counter + 3) % 8]) begin irq_id <= (rr_counter + 3) % 8; int_valid <= 1'b1; rr_counter <= (rr_counter + 4) % 8; end
                    else if (edge_irqs[(rr_counter + 4) % 8]) begin irq_id <= (rr_counter + 4) % 8; int_valid <= 1'b1; rr_counter <= (rr_counter + 5) % 8; end
                    else if (edge_irqs[(rr_counter + 5) % 8]) begin irq_id <= (rr_counter + 5) % 8; int_valid <= 1'b1; rr_counter <= (rr_counter + 6) % 8; end
                    else if (edge_irqs[(rr_counter + 6) % 8]) begin irq_id <= (rr_counter + 6) % 8; int_valid <= 1'b1; rr_counter <= (rr_counter + 7) % 8; end
                    else if (edge_irqs[(rr_counter + 7) % 8]) begin irq_id <= (rr_counter + 7) % 8; int_valid <= 1'b1; rr_counter <= (rr_counter + 0) % 8; end
                end
            endcase
        end
    end
    assign nested_int_pending = int_valid && 
                                 (irq_priority[irq_id] < current_isr_priority);
    assign vector_addr = 32'h00001000 + (irq_id * 4);
    always @(posedge clk or negedge reset_n) begin
        if (!reset_n)
            irq_ack <= 8'b0;
        else if (cpu_ack && int_valid)
            irq_ack <= (1 << irq_id);
        else
            irq_ack <= 8'b0;
    end
endmodule
==> impl_metrics.ini <==
; generated from flow reports
[logic_synthesis]
area_leaders = sky130_fd_sc_hd__dfrtp_1, sky130_fd_sc_hd__mux4_2, sky130_fd_sc_hd__buf_4
yosysWarningCount = 1
netlist_area_mm2 = 0.00255
flop_cell = sky130_fd_sc_hd__dfrtp_1
post_synthesis_instance_total = 272
ys_async_sr_fraction = 1.00
synth.cells.most_frequent = sky130_fd_sc_hd__buf_4, sky130_fd_sc_hd__dfrtp_1, sky130_fd_sc_hd__nand2_1, sky130_fd_sc_hd__nor2_1, sky130_fd_sc_hd__mux2i_1
top_area_cell = sky130_fd_sc_hd__dfrtp_1
top_cell = sky130_fd_sc_hd__buf_4
post_synth_num_cell_types = 59
synth_largest_type_area_fraction = 0.225
enable_flop_cells = 0
yosysChipArea_mm2 = 0.00255
ys.flops = 23
yosys-stat-cells = 272
synth_seq_share = 0.225
postSynthAreaPerCell_um2 = 9.39

[worst_setup_path]
worstPathArrival_ns = 3.20
worstSetupEndpointType = flop
worst-setup-path-type = reg2reg
worstPathMaxFanout = 6
regToRegStartpoint = rr_counter[0]
worst_setup_path_start_kind = flop
critical_path_start = rr_counter[0]
data_required_critical_path_ns = 3.50

[floorplan]
initCoreUtil = 0.311
pin_count = 69
chipArea_mm2 = 0.00888
die_width_um = 94.3
rows = 33
die_height_um = 94.3
core-area_mm2 = 0.00822

[detailed_routing]
drt_first_pass_iters = 4
drt_iter0_drc = 178
antennaDiodeCount = 0
routed_wl_mm = 6.38
drt_drc_violations_left = 0
drtAntennaViolNets = 0
wire_per_inst_um = 14.8
drt-vias-per-instance = 5.03
route.vias.total = 2165

[final_timing]
timing.clock.skew_ns = 0.00900
layout_setup_ws_ns = 0.298
fin_setup_tns_ns = 0
rsz0062_at_grt = false
number_of_setup_violations_in_the_final_report = 0
timing.slew.headroom = 0.607
final-hold-violation-count = 0
final-max-slew-violation-count = 0
worst_slew_pin_slew_ns = 0.586
min_period_over_period = 0.910
final.min_clock_period_ns = 3.00
max_freq_mhz = 333

[grt]
grt_overflow = 0
grt_max_degree = 24
antenna_found_initial = 0
grt_pass1_vias = 2098
global_route.usage.total = 0.159
first_pass_grt_wire_length_mm = 10.6

[pwr]
irDropWorstVdd_v = 0.000293
cellPowerDensity_mw_per_mm2 = 934
power.total_mw = 2.91
p_leak_nw = 1.31

[clock_tree]
cts_hold_buffers = 0
clk_root_buffer_cell = sky130_fd_sc_hd__clkbuf_8
clock-sinks = 23
clkLatencyLatePin_ns = 0.28
worst_setup_hold_path_clk_slew_ns = 0.10
tritoncts_clock_tree = yes
post-cts-setup-buffers = 0
cts-root-to-sink-buffers = 2
numCtsBuffers = 3
h-tree-depth = 1
post_cts_resized = 0

[place]
placed_area_mm2 = 0.00307
gp_congestion = 0.933
buffer_ports.inserted = 39
place_hpwl_mm = 5.00
placed_cells_incl_taps = 426
pre_cts_ws_ns = 0.0191

[hold_path]
min-delay-start = irq_id[1]
hp-class = reg2reg

[cells_and_area]
final_cell_area_mm2 = 0.00311
area_growth_syn_to_layout_pct = 21.9
finalNonFillerCells = 430
layout-drive-gt1-share = 0.218

[run_status]
run_status = finished, final reports clean

[flow_run]
maxCapViolCount = 0
openroad.warnings = 26
==> layout by cell type (no fill, tap or decap), types with 2 or more instances in the layout <==
| master | n |
|---|---|
| sky130_fd_sc_hd__a31oi_1 | 4 |
| sky130_fd_sc_hd__nor4b_1 | 2 |
| sky130_fd_sc_hd__a21oi_1 | 14 |
| sky130_fd_sc_hd__conb_1 | 29 |
| sky130_fd_sc_hd__nor3b_2 | 7 |
| sky130_fd_sc_hd__nor2b_1 | 11 |
| sky130_fd_sc_hd__nor4bb_1 | 2 |
| sky130_fd_sc_hd__mux2i_1 | 16 |
| sky130_fd_sc_hd__buf_4 | 25 |
| sky130_fd_sc_hd__inv_1 | 8 |
| sky130_fd_sc_hd__nor2_1 | 20 |
| sky130_fd_sc_hd__nand3_1 | 2 |
| sky130_fd_sc_hd__nor3_1 | 8 |
| sky130_fd_sc_hd__a21oi_2 | 2 |
| sky130_fd_sc_hd__ha_1 | 4 |
| sky130_fd_sc_hd__a221oi_1 | 3 |
| sky130_fd_sc_hd__nand2_1 | 20 |
| sky130_fd_sc_hd__xnor2_1 | 5 |
| sky130_fd_sc_hd__dfrtp_1 | 23 |
| sky130_fd_sc_hd__a211oi_1 | 4 |
| sky130_fd_sc_hd__o21ai_1 | 3 |
| sky130_fd_sc_hd__clkbuf_8 | 3 |
| sky130_fd_sc_hd__mux4_2 | 15 |
| sky130_fd_sc_hd__o31ai_1 | 2 |
| sky130_fd_sc_hd__mux2_2 | 4 |
| sky130_fd_sc_hd__inv_2 | 2 |
| sky130_fd_sc_hd__or2_1 | 2 |
| sky130_fd_sc_hd__a22oi_1 | 2 |
| sky130_fd_sc_hd__o21ai_0 | 5 |
| sky130_fd_sc_hd__or3b_2 | 5 |
| sky130_fd_sc_hd__clkdlybuf4s50_1 | 39 |
| sky130_fd_sc_hd__nand2b_1 | 5 |
==> critical path: stages, from the launching register on <==
cell and delay, ns:
sky130_fd_sc_hd__dfrtp_1 0.39, sky130_fd_sc_hd__inv_2 0.05, sky130_fd_sc_hd__ha_1 0.40, sky130_fd_sc_hd__buf_4 0.21
sky130_fd_sc_hd__nor4bb_1 0.13, sky130_fd_sc_hd__or2_0 0.26, sky130_fd_sc_hd__mux4_2 0.57, sky130_fd_sc_hd__a2111oi_2 0.37
sky130_fd_sc_hd__a211oi_1 0.09, sky130_fd_sc_hd__o21ai_1 0.15, sky130_fd_sc_hd__a211oi_1 0.09, sky130_fd_sc_hd__o31ai_2 0.21
==> per-stage QoR <==
| stage | hold WS [ns] | utilization |
|---|---|---|
| 6_report | 0.602 | 0.379 |
| 2_1_floorplan | 0.364 | - |
| 4_1_cts | 0.609 | 0.379 |
| 3_3_place_gp | 0.599 | 0.373 |
| 5_1_grt | 0.638 | 0.379 |
| 3_5_place_dp | 0.588 | 0.373 |
==> power by group <==
part | leakage, nW | switching, mW | internal, mW | total [mW]
Combinational | 0.994 | 1.14 | 1.14 | 2.28
Clock | 0.0255 | 0.106 | 0.0847 | 0.191
Sequential | 0.294 | 0.0911 | 0.347 | 0.438
Total | 1.31 | 1.34 | 1.57 | 2.91
==> flip-flops by register name (all words and copies together), names as in the netlist <==
name        flops
rr_counter      3
int_valid       1
irq_id          3
prev_irq        8
irq_ack         8
==> path summary, 6_finish.rpt <==
path,slack (ns),endpoint,cells after the start
worst min-delay path,0.60,irq_id[1],2
worst min register to register,0.60,irq_id[1],2
worst max-delay path,0.30,irq_id[2],11
max in group asynchronous,2.32,rr_counter[1],2
min in group asynchronous,0.74,irq_id[0],2
worst max register to register,0.30,irq_id[2],11
==> cells by family after synthesis <==
group	share of synthesized area
other cells	0.00294
flops	0.225
mux	0.223
compound gates	0.156
simple gates	0.211
xor+xnor	0.0206
buf+inv	0.141
fa+ha+maj	0.0196
==> metal layers <==
metal	global-route usage	up-vias	part of all wire
met5	0.0321	-	0.0044
met4	0.0256	2	0.018
met3	0.0444	10	0.080
met2	0.257	96	0.47
met1	0.215	1017	0.43
li1	-	1040	-
==> area by class of cell <==
cell class	count	area, um2
Fill cell	824	5100
Multi-Input combinational cell	222	1720
Timing Repair Buffer	65	598
Sequential cell	23	576
Tap cell	105	131
Clock buffer	3	41.3
Inverter	11	41.3
Clock inverter	1	5.00
Power and IR drop assume default switching activity.
